==> flow/design.v <==
module debounce # (parameter DELAY_CYCLES = 10)(
  input wire button,
  output reg debounced_button
);
  reg [DELAY_CYCLES-1:0] history;
  reg state;
  always @(posedge button) begin
    case (state)
      0: begin
        if (button == 1'b1) begin
          history <= {history[DELAY_CYCLES-2:0], 1'b1};
          state <= 1;
        end
      end
      1: begin
        if (button == 1'b0) begin
          history <= {history[DELAY_CYCLES-2:0], 1'b0};
          state <= 0;
        end
      end
      default: state <= 0;
    endcase
  end
  assign debounced_button = (history == {DELAY_CYCLES{1'b1}});
endmodule
==> flow/run.sh <==
#!/bin/bash
# OpenROAD 26Q1-2900-gdf79404cd8, Yosys 0.63+post, stock flow scripts
make -C /OpenROAD-flow-scripts/flow DESIGN_CONFIG=/design/flow/config.mk WORK_HOME=/design/flow/orfs finish
==> flow/config.mk <==
export PLATFORM = sky130hd
export DESIGN_NAME = debounce
export DESIGN_NICKNAME = debounce
export VERILOG_FILES = /design/flow/design.v
export SDC_FILE = /design/flow/constraint.sdc
export NUM_CORES = 4
export LEC_CHECK = 1
export CORE_AREA = 10 10 70 70
export DIE_AREA = 0 0 80 80
==> flow/constraint.sdc <==
current_design debounce

set clk_period 2.6
set clk_io_pct 0.2

create_clock -name clk0 -period $clk_period [get_ports {button}]

set non_clock_inputs [all_inputs -no_clocks]
set_input_delay [expr $clk_period * $clk_io_pct] -clock clk0 $non_clock_inputs
set_output_delay [expr $clk_period * $clk_io_pct] -clock clk0 [all_outputs]
==> flow_summary.toml <==
# physical design summary
[logic_synthesis]
synth_warnings = 2
top_cells_by_count = "edfxtp_1, nand4_1"
synth_flops = 11
most_common_cell = "edfxtp_1"
syn_area_per_cell_um2 = 21.1
async_reset_ff_share_pct = 0
edf_count = 10
synth_cells = 17
topCellsByArea = "edfxtp_1, dfxtp_1, nand4_1, nor3_2, xor2_1"
ys_area_um2 = 359
synth_cell_types = 7
ys_seq_share_pct = 89.2
yosysCellCount = 17
top_area_cell = "edfxtp_1"
yosys.area.top_type_share_pct = 83.6
ff_type = "edfxtp_1"
syn_area_um2 = 359

[cts]
post_cts_buffers = 0
clk_pin_slew_ps = 60
hold_buffers = 0
clk_latency_ps = 370
cts_resized = 0
cts_tree = "built"

[timing]
final-hold-violation-count = 0
setup_violations = 0
slew_violations = 0
slew_headroom_pct = 89.9
rsz0062_at_grt = "false"
final.setup.tns_ps = 0
tightestPinTransition_ps = 150
fin_skew_ps = 2.40
timing.hold.ws_ps = 221

[routing]
via_count = 227
drcViolationCount = 0
drt_first_pass_iters = 4
num_antenna_cells = 0
drtIter0Drc = 20
via_per_inst = 2.84
drtAntennaViolNets = 0
wl_per_cell_um = 7.63
wl_um = 610

[placement]
gp_congestion = 0.726
portBuffers = 1

[die]
rows = 21
die_x_um = 80
ios = 2
fp_util_pct = 10.5
die-area_um2 = 6400
core-area_um2 = 3420
die_h_um = 80

[grt]
grt_pass1_vias = 308
grt_max_degree = 7
antenna_found_initial = 0
grt_overflow_total = 0
grt_first_pass_wirelength_um = 1020
track_usage_pct = 2.21

[setup_path]
path_max_fanout = 6
cp.required_ps = 2690
crit_arrival_ps = 2400
critical_path_class = "clock port to flop"
cp-end-kind = "flop"
crit_path_start_kind = "clock port"

[power_and_ir_drop]
power.total_mw = 0.805
leakagePower_nw = 0.229
pwr_density_cell_nw_per_um2 = 1400
ir_drop_uv = 578

[job]
log.warning_count = 25
cap_violations = 0

[worst_hold_path]
hp-class = "clock port to flop"

[finish]
drive_gt1_share_pct = 47.1
area_delta_synth_final_pct = 60.3

[outcome]
status = "complete, no violations"
## final timing paths
path / startpoint / endpoint / slack [ps] / cells after the start
min: button / state / 220 / 5
min reg2reg: history[8] / history[9] / 450 / 0
max reg2reg: state / history[8] / 1450 / 3
max: button / history[8] / 280 / 8
## sequential cells by signal, summed over array words and instances (netlist names)
register  flops
history      10
state         1
## cell usage in the layout (no fill, tap or decap), drive strengths merged
master and instances:
bufinv 2, nand2 1, nand4 2, nor3 1, dfxtp 1, inv 1
clkbuf 14, edfxtp 10, clkdlybuf4s50 1, xor2 1
## critical path, cell delays in order
cell,delay [ps]
clkbuf_4,110
clkbuf_4,120
clkbuf_4,110
clkbuf_4,130
clkbuf_4,130
xor2_1,150
clkbuf_4,170
clkbuf_4,170
## report_power, final
part	total, mW	leakage (nW)	switching (mW)	internal (mW)
Combinational	0.00000000573	0.00573	0	0
Sequential	0.232	0.129	0	0.232
Clock	0.573	0.0943	0.182	0.391
Total	0.805	0.229	0.182	0.624
## layer usage
layer | wire length (um) | vias up | share of wire [%] | GRT usage (%)
li1 | - | 98 | - | -
met1 | 249 | 100 | 41 | 1.81
met2 | 196 | 21 | 32 | 1.04
met3 | 104 | 8 | 17 | 3.64
met4 | 60 | 0 | 9.8 | 4.05
met5 | 0 | - | 0 | 0
## logic make-up (layout without fill, tap and decap cells)
| kind of cell | after synthesis | count (layout) | share of synthesized area (%) |
|---|---|---|---|
| DFF | 11 | 11 | 89.2 |
| xor gates and xnor gates | 1 | 1 | 2.44 |
| buffers and inverters | 1 | 18 | 1.04 |
| and+or+nand+nor | 4 | 4 | 7.32 |
## layout make-up
| type | instances | area, um^2 |
|---|---|---|
| well taps | 46 | 57.6 |
| inverters | 1 | 3.75 |
| flip-flops and latches | 11 | 320 |
| fillers | 375 | 2840 |
| clock inverters | 2 | 47.5 |
| multi-input cells | 5 | 35.0 |
| repair buffers | 1 | 10.0 |
| clock buffers | 14 | 101 |
## stage by stage
| stage | instance area, um^2 | utilization (%) | worst slack, ps | cells |
|---|---|---|---|---|
| 6_report | 576 | 16.8 | 284 | 80 |
| 5_1_grt | 576 | 16.8 | 217 | 80 |
| 4_1_cts | 576 | 16.8 | 229 | 80 |
| 3_5_place_dp | 427 | 12.5 | 394 | 64 |
| 3_3_place_gp | 427 | 12.5 | 394 | 64 |
| 2_1_floorplan | 359 | - | 394 | 17 |
No activity file was given, so power comes from the tool's default toggle rates.
